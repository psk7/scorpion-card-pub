==> flow/design.v <==
module mouse(
	miso, mosi, sck, ss_n, intr,
	a0, a1, a2, a3, a4, a5, a6, a7, a8, a10,
	d,
	rd_n, wr_n, m1_n, dos, wait_n, iorq_n, iorqge
);
	input wire mosi, sck, ss_n;
	output wire miso, intr;
	input wire a0, a1, a2, a3, a4, a5, a6, a7, a8, a10;
	inout wire [7:0] d;
	input wire rd_n, wr_n, m1_n, dos, iorq_n;
	output wire iorqge, wait_n;
	reg [7:0] D;
	reg [2:0] fadf_b;
	reg [3:0] fadf_w;
	reg [7:0] fbdf, ffdf;
	wire selport, sel_df, sel_fadf, sel_fbdf, sel_ffdf;
	wire [7:0] A;
	wire any_read, any_write;
	assign A = { a7, a6, a5, a4, a3, a2, a1, a0 };
	assign selport = m1_n & ~iorq_n;
	assign sel_df = (A[7:0] == 8'hDF) & dos;
	assign sel_fadf = sel_df & ~a10 & ~a8;
	assign sel_fbdf = sel_df & ~a10 & a8;
	assign sel_ffdf = sel_df & a10 & a8;
	wire rd_fadf, rd_fbdf, rd_fedf, rd_ffdf, rd_any;
	assign rd_fadf = sel_fadf & ~rd_n & selport;
	assign rd_fbdf = sel_fbdf & ~rd_n & selport;
	assign rd_ffdf = sel_ffdf & ~rd_n & selport;
	assign any_read = rd_fadf | rd_fbdf | rd_ffdf;
	assign iorqge = any_read ? 1'b1 : 1'bZ;
	reg [23:0] shiftreg;
	wire [2:0] regnum;
	wire [23:0] received;
	wire [9:0] tag;
	assign tag = { received[10], received[11], received[12], received[13], received[14], received[15], received[16], received[17], received[18], received[19] };
	assign received = shiftreg[23:0];
	assign regnum = received[9:8];
	assign miso = 1'bZ;
	assign isValid = ((received[19:10] == ~received[9:0]) && (received[23:20] == 4'b1001));
	always @(negedge sck)
		if (~ss_n) 
			shiftreg[0] <= mosi;
		else
			shiftreg[0] <= 1'b0;
	always @(posedge sck)
		if (~ss_n)
			shiftreg[23:1] <= shiftreg[22:0];
		else
			shiftreg[23:1] <= 23'b0;
	always @(posedge ss_n) if (isValid) begin
		case (regnum)
			2'h0: begin 
				fadf_b <= received[2:0];
				fadf_w <= received[7:4];
			end
			2'h1: fbdf <= received[7:0];
			2'h2: ffdf <= received[7:0];
		endcase
	end
	always @* begin
		if (rd_fadf)
			D = { fadf_w, 1'h1, fadf_b };
		else if (rd_fbdf)
			D = fbdf;
		else if (rd_ffdf)
			D = ffdf;
		else 
			D = received[7:0];
	end
	assign d = any_read ? D : 8'hZZ;
	assign wait_n = 1'bZ;
	assign intr = 1'bZ;
endmodule
==> flow/run.sh <==
#!/bin/bash
# OpenROAD 26Q1-2900-gdf79404cd8, Yosys 0.63+post, stock flow scripts
make -C /OpenROAD-flow-scripts/flow DESIGN_CONFIG=/design/flow/config.mk WORK_HOME=/design/flow/orfs finish
==> flow/config.mk <==
export PLATFORM = sky130hd
export DESIGN_NAME = mouse
export DESIGN_NICKNAME = mouse
export VERILOG_FILES = /design/flow/design.v
export SDC_FILE = /design/flow/constraint.sdc
export NUM_CORES = 4
export LEC_CHECK = 1
export CORE_UTILIZATION = 50
==> flow/constraint.sdc <==
current_design mouse

set clk_period 5.0
set clk_io_pct 0.2

create_clock -name clk0 -period $clk_period [get_ports {sck}]
create_clock -name clk1 -period $clk_period [get_ports {ss_n}]

set non_clock_inputs [all_inputs -no_clocks]
set_input_delay [expr $clk_period * $clk_io_pct] -clock clk0 $non_clock_inputs
set_output_delay [expr $clk_period * $clk_io_pct] -clock clk0 [all_outputs]
==> results.cfg <==
; generated from flow reports
[critical_path]
critPathMaxStageDelay_ps = 350
critPathKind = reg2out
cp-startpoint = shiftreg[0]$_SDFF_NP0_
critical_path_buf_inv_count = 0
crit_fanout = 6
crit_arrival_ps = 3710
rr_worst_depth = 5
regToRegSetupSlack_ps = 730
r2r-end = ffdf[0]$_DFFE_PP_
cp_top_family = multiplexers
critPathSlowestCell = dfxtp_1
critPathLaunchType = flip-flop
endpoint_kind = output pin
crit_required_ps = 4000
cp_cell_sequence = mux2_2 > mux2_1
reg2reg_from = shiftreg[0]$_SDFF_NP0_

[run_status]
status = completed

[final_timing]
rsz0062_at_grt = no
slew_headroom_pct = 58.1
hold_viol = 0
finClkSkew_ps = 64.2
worst_pin_slew_ps = 623
layout_setup_ws_ps = 286
fin_setup_tns_ps = 0
setup_viol = 0
drv_slew = 0

[finish]
nFillCells = 243
mi_logic_area_um2 = 662
regArea_um2 = 1170
layout-drive-gt1-share_pct = 23.2
layoutNonFillerInstCount = 210
area_growth_pct = 26.5

[routing]
drc_errors = 0
drtAntennaViolNets = 0
vias = 1054
route.detailed.vias_per_inst = 5.02
antenna_cells = 0
drt_iter0_drc = 27
wirelength_mm = 3.15
firstDrtPassIters = 4
wire_per_inst_um = 15.0

[placed_design]
place_inst = 192
place_worst_setup_slack_ps = 619
gp_congestion = 0.781
post-dp-hpwl_mm = 1.86
io_buffer_count = 15

[synthesis]
synth_area_per_cell_um2 = 14.1
synth_cells = 133
yosys_cells = 133
top_area_cell = edfxtp_1
synth-seq-cells = 47
ys_seq_share_pct = 62.6
yosys_area_um2 = 1870
top_area_share_pct = 36.9
synth_warnings = 7
topCellsByArea = edfxtp_1 37%, dfxtp_1 26%, mux2_2 9.0%
synth.distinct_cells = 22
synth_area_um2 = 1870

[die]
die_w_um = 63.2
dieArea_um2 = 3990
die-height_um = 63.2
initial_core_util_pct = 53.9
core_um2 = 3470
rows = 21
io_pins = 30

[run]
warnings = 53
max-cap-violations = 0

[grt]
grt_max_degree = 15
grt_pass1_wl_mm = 5.38
grt.total_usage_pct = 19.0
grt-ovfl-total = 0
grt_pass1_vias = 1329
antenna_found_initial = 0

[worst_hold_path]
min_to = shiftreg[6]$_SDFF_PP0_
min_from = ss_n
hold_depth = 4
hp-class = clk2reg

[clocking]
post_cts_buffers = 0
cts_resized = 0
cts_tree = yes
cts_hold_buf = 0
path_clk_slew_ps = 80

[pwr]
power-per-cell-area_nw_per_um2 = 476
peakVddDrop_mv = 0.371
leakage_nw = 0.905
## cell type report
class | instances | share of cell area, %
Multi-Input combinational cell | 80 | 28.0
Clock inverter | 3 | 0.635
Clock buffer | 16 | 12.2
Sequential cell | 47 | 49.5
Timing Repair Buffer | 18 | 7.30
Tap cell | 46 | 2.43
## tightest hold or removal path, cell delays in order
cell and delay, ps:
clkbuf_8 110, clkbuf_8 140, clkbuf_16 130, nor2b_1 30
## state kept, by name (all words and copies together), names as in the netlist
signal / cells
fadf_w: 4
fadf_b: 3
fbdf: 8
ffdf: 8
shiftreg: 24
## power by group
group	leakage, nW	internal (mW)	switching, mW	total [mW]
combinational	0.258	0.0380	0.0163	0.0543
clock	0.207	0.395	0.225	0.619
sequential	0.440	0.429	0.0238	0.452
## routing by layer
layer	up-vias	part of all wire [%]	track usage, %
met4	0	2.5	14.2
met1	497	46	26.5
li1	515	-	-
met3	9	5.7	9.38
met5	-	0	0
met2	33	45	23.8
## metrics by stage
step / area (um2) / power, mW / utilization (%) / hold slack, ps
after floorplan: 1880 / 0.542 / - / 71.6
after global placement: 2070 / 0.527 / 59.6 / 71.6
after detailed placement: 2070 / 0.528 / 59.6 / 71.6
after CTS: 2370 / 1.15 / 68.2 / 187
after global routing: 2370 / 1.19 / 68.2 / 189
final: 2370 / 1.13 / 68.2 / 184
## Yosys cell counts
master	count
nand4bb_1	1
nor3b_1	2
buf_4	4
nor4_1	2
mux2_2	15
conb_1	2
xnor2_1	10
nor2_1	3
clkbuf_1	3
edfxtp_1	23
dfxtp_1	24
nand4bb_4	1
nor3_1	2
nand4_1	2
nand3_1	1
inv_1	1
mux2_1	7
mux2i_1	1
nand2_1	3
nor4_4	1
nor2b_1	24
nand2b_4	1
## layout by cell type (no fill, tap or decap), drive strengths merged
| cell | instances |
|---|---|
| dfxtp | 24 |
| clkbuf | 16 |
| nand4bb | 2 |
| nand3 | 1 |
| nand2 | 3 |
| conb | 4 |
| edfxtp | 23 |
| mux2 | 22 |
| nand4 | 2 |
| clkdlybuf4s50 | 15 |
| nor2 | 3 |
| inv | 1 |
| buf | 3 |
| nor2b | 24 |
| mux2i | 1 |
| nor3 | 2 |
| nor3b | 2 |
| xnor2 | 10 |
| clkinvlp | 1 |
| nor4 | 3 |
| clkinv | 1 |
| nand2b | 1 |
## cells by family (layout without fill, tap and decap cells)
group	Yosys count	after routing	synth area share, %
multiplexers	23	23	13.8
AND/OR/NAND/NOR	43	43	16.1
other	2	4	0.401
XOR/XNOR	10	10	4.68
buffers and inverters	8	37	2.41
flip-flops	47	47	62.6
## how the worst max path moves through the flow
stage / end / slack [ps] / cells past startpoint
after CTS: d[0] / 270 / 2
after global routing: d[0] / 220 / 2
final: d[0] / 290 / 2
Power is estimated from default activity; no workload was simulated.
