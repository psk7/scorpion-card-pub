--- /design/flow/config.mk ---
export PLATFORM = sky130hd
export DESIGN_NAME = ext
export DESIGN_NICKNAME = ext
export VERILOG_FILES = /design/flow/design.v
export SDC_FILE = /design/flow/constraint.sdc
export NUM_CORES = 4
export LEC_CHECK = 1
export CORE_UTILIZATION = 50
--- /design/flow/constraint.sdc ---
current_design ext

set clk_period 4.6
set clk_io_pct 0.2

create_clock -name clk0 -period $clk_period [get_ports {sck}]
create_clock -name clk1 -period $clk_period [get_ports {ss_n}]

set non_clock_inputs [all_inputs -no_clocks]
set_input_delay [expr $clk_period * $clk_io_pct] -clock clk0 $non_clock_inputs
set_output_delay [expr $clk_period * $clk_io_pct] -clock clk0 [all_outputs]
--- /design/flow/design.v ---
module ext(
	miso, mosi, sck, ss_n, intr,
	a0, a1, a2, a3, a4, a5, a6, a7, a8, a10,
	d,
	rd_n, wr_n, m1_n, dos, wait_n, iorq_n, iorqge
);
	input wire mosi, sck, ss_n;
	output wire miso, intr;
	input wire a0, a1, a2, a3, a4, a5, a6, a7, a8, a10;
	inout wire [7:0] d;
	input wire rd_n, wr_n, m1_n, dos, iorq_n;
	output wire iorqge, wait_n;
	reg [7:0] D;
	reg [7:0] fadf, fbdf, ffdf;
	reg direct_wait;
	wire [7:0] di;
	assign di = d;
	wire selport, sel_df, sel_fadf, sel_fbdf, sel_fedf, sel_ffdf;
	wire [7:0] A;
	wire sel_any;
	assign A = { a7, a6, a5, a4, a3, a2, a1, a0 };
	assign selport = m1_n & ~iorq_n;
	assign sel_df = (A[7:0] == 8'hDF) & dos;
	assign sel_fadf = sel_df & ~a10 & ~a8;
	assign sel_fbdf = sel_df & ~a10 & a8;
	assign sel_fedf = sel_df & a10 & ~a8;
	assign sel_ffdf = sel_df & a10 & a8;
	wire rd_fadf, rd_fbdf, rd_fedf, rd_ffdf, rd_any;
	assign rd_fadf = sel_fadf & ~rd_n & selport;
	assign rd_fbdf = sel_fbdf & ~rd_n & selport;
	assign rd_fedf = sel_fedf & ~rd_n & selport;
	assign rd_ffdf = sel_ffdf & ~rd_n & selport;
	assign sel_any = sel_df;
	assign iorqge = sel_any ? 1'b1 : 1'bZ;
	reg [15:0] shiftreg;
	reg beg, inb;
	wire [2:0] regnum;
	wire [15:0] received;
	assign received = { shiftreg[14:0], inb };
	assign regnum = received[10:8];
	assign miso = ~ss_n ? shiftreg[15] : 1'bZ;
	always @(negedge sck)
		if (~ss_n)
			inb <= mosi;
	always @(negedge ss_n, posedge sck)
		if (sck)
			beg <= 1'b0;
		else
			beg <= ~ss_n;
	always @(posedge sck) if (~ss_n) begin
		if (beg)
			shiftreg <= {8'hEE, di};
		else
			shiftreg <= { shiftreg[14:0], inb };
	end
	always @(posedge ss_n) begin
		case (regnum)
			3'h0: fadf <= received[7:0];
			3'h1: fbdf <= received[7:0];
			3'h2: ffdf <= received[7:0];
			3'h3: direct_wait = received[0];
		endcase
	end
	always @* begin
		if (rd_fadf)
			D = fadf ^ 8'hAE;
		else if (rd_fbdf)
			D = fbdf ^ 8'hEA;
		else if (rd_fedf)
			D = 8'h55;
		else if (rd_ffdf)
			D = ffdf ^ 8'h77;
		else 
			D = received[7:0];
	end
	assign d = selport & ~rd_n & sel_any ? D : 8'hZZ;
	assign wait_n = direct_wait ? 1'b0 : 1'bZ;
endmodule
--- /design/flow/run.sh ---
#!/bin/bash
# OpenROAD 26Q1-2900-gdf79404cd8, Yosys 0.63+post, stock flow scripts
make -C /OpenROAD-flow-scripts/flow DESIGN_CONFIG=/design/flow/config.mk WORK_HOME=/design/flow/orfs finish
==> summary.txt <==
Implementation results are summarized by area below.

Status
The run finished, with violations left. The final reports fail on hold timing.

Yosys
The share of Yosys cell area claimed by the top area cell type is 0.6740. For reference, the top cells by count after synthesis are sky130_fd_sc_hd__edfxtp_1, sky130_fd_sc_hd__mux2_2, sky130_fd_sc_hd__nor2b_1. The sequential cell area fraction in the yosys report is 0.6877. The count of flip-flops with a built-in enable after synthesis is 41. The synthesized flop and latch total is 42.

The synthesized instance count is 109. Per the synthesis report, the dominant area consumer among library cells is sky130_fd_sc_hd__edfxtp_1. The main area contributors are sky130_fd_sc_hd__edfxtp_1, sky130_fd_sc_hd__mux2_2, sky130_fd_sc_hd__mux2_4. The number of warning messages in the yosys log is 6.

The cell area after synthesis is 1827 um^2. The main flop type is sky130_fd_sc_hd__edfxtp_1. The average size of a mapped cell is 16.76 um^2.

Per the Yosys statistics, synthesis produced 109 cells. Per the synth stats, the proportion of register bits with asynchronous set or reset is 0.02381. The area recorded from the Yosys report for this design is 1827 um^2.

The count of different cell masters after synthesis is 28. sky130_fd_sc_hd__edfxtp_1 is the most common cell in the netlist.

Final layout
In the final layout, the share of cells above drive strength 1 is 0.2597. The number of cells in the finished layout apart from fillers is 200. Per the run report, area growth between synthesis and finish was 20.82%. For this run, the share of the core covered by cells in the final layout is 0.6462. Leaving out buffers and inverters, the combinational logic in the layout accounts for 516.7 um^2. The count of fill cells added during filler insertion is 258. The sequential cell area in the final layout is 1256 um^2.

Global route
The remaining global-route overflow is 0. The number of antenna violations at the first check in global routing is 0. The wire length of the first global-routing pass is 4995 um.

The global routing report lists combined usage of all routing layers as 0.1887. The number of global-route vias before repair is 1115. The largest net degree at the start of global routing is 16.

Hold path
The worst hold path belongs to the class clock port to async pin.

Detailed routing
The routed design has 3005 um of wire. The iteration count recorded for the first detailed-route pass is 4. The total vias in the final route is 1028. The count of nets left with antenna violations once routing finished came out at 0.

The average vias per placed instance is 5.140. 0 antenna diodes ended up in the layout. The routed wire length per instance is 15.03 um. The count of unresolved DRC violations after routing is 0. The DRC violation total after the first TritonRoute iteration is 20.

Die
The y dimension of the die is 62.45 um. The effective utilization at floorplan is 0.5348. The die covers 3899 um^2.

The x dimension of the die is 62.45 um. The number of placed I/O pins is 30. The number of rows in the core area is 21. The area of the core region is 3416 um^2.

Worst setup path
STA classifies the critical path endpoint as an output pin. The critical path goes through mux2_2. In this design, the stage delay of the slowest critical-path cell is 420 ps. At the worst endpoint, the required time is 3680 ps.

The critical path in this run is classified as register to output pin. The critical path contains buffers and inverters numbering 0 combined. Of all nets on the critical path, the largest fanout is 5. The cell family contributing the most delay on the critical path is flip-flops. The report puts the cell count of the worst reg-to-reg path at 3. The data arrival time of the critical path is 3350 ps. The depth of the critical timing path with buffers and inverters included is 1. The worst setup path is launched from a register.

Per the STA report, the cell with the highest stage delay on the worst path is sky130_fd_sc_hd__edfxtp_1.

Run
The count of warning messages emitted by the tools is 48. The tally of max-capacitance violations is 0.

STA
The number of slew-limit violations in the final report is 0. Looking at the max-slew report, the worst-margin pin has a slew of 570.7 ps. The setup skew after layout is 53.00 ps. The normalized max-slew margin is 0.6187. Setup repair after global routing left no endpoint under its margin. The hold violation count in the final report is 2. The aggregate negative setup slack is 0 ps. The final tally of setup violations is 0. The final hold slack is -413.9 ps.

Power and ir drop
The maximum VDD drop is 0.3354 mV. The leakage power is 0.8452 nW. Dividing total power by cell area gives a power density of 616.4 nW/um^2.

Clock network
The CTS tree is done. Post-CTS repair changed the size of 0 cells. The number of buffers inserted to repair setup after CTS is 0. The post-cts hold-fix buffer tally is 0. For reference, the clock transition at the flip-flops on the worst setup and hold paths is 80 ps.

Place
The HPWL after detailed placement is 1944 um. Routability-driven placement finished with a final weighted congestion of 0.7549. The total instance count after detailed placement is 170.

During placement, the flow inserted port buffers numbering 16.
-- stage by stage --
stage	setup slack, ps	power, mW	area, um^2
final	327.8	1.360	2207
after global routing	242.7	1.454	2207
after CTS	314.6	1.382	2207
after detailed placement	457.6	1.028	2036
after global placement	454.3	1.019	2036
after floorplan	562.9	0.9351	1831
-- path summary, 6_finish.rpt --
check                            start           to  slack [ps]
max in group asynchronous          sck          beg        4890
max in group clk1                  inb      ffdf[0]        1610
max                                inb         d[0]         330
min reg2reg                shiftreg[4]      fbdf[5]         480
min in group clk1                 ss_n          beg         -40
max reg2reg                        beg  shiftreg[3]         430
min in group clk0                 ss_n          inb         170
min                                sck          beg        -410
-- metal layers --
layer	up-vias	share of wire	GRT usage
met5	-	0	0
met3	8	0.083	0.1074
li1	496	-	-
met1	483	0.41	0.2609
met2	41	0.49	0.2853
met4	0	0.019	0.03779
-- flip-flops by register name, indices dropped and copies added, names as in the netlist --
name      cells
shiftreg     16
fadf          8
fbdf          8
ffdf          8
beg           1
inb           1
-- area by class of cell --
cell class / instances / share of cell area
well taps: 46 / 0.02608
repair buffers: 20 / 0.08617
clock buffers: 9 / 0.02891
inverters: 2 / 0.003401
clock inverters: 23 / 0.05215
multi-input cells: 58 / 0.2341
flip-flops and latches: 42 / 0.5692
-- placed cells by master, fill, tap and decap left out --
cell type                         netlist  routed
sky130_fd_sc_hd__o22a_1                 1       1
sky130_fd_sc_hd__clkbuf_1               1       1
sky130_fd_sc_hd__bufinv_16              0       1
sky130_fd_sc_hd__clkbuf_4               0       8
sky130_fd_sc_hd__nor3b_1                2       2
sky130_fd_sc_hd__inv_1                  4      22
sky130_fd_sc_hd__nor2b_1               10      10
sky130_fd_sc_hd__o22ai_1                2       2
sky130_fd_sc_hd__mux2_1                 3       3
sky130_fd_sc_hd__nand2b_1               2       2
sky130_fd_sc_hd__clkinvlp_2             0       1
sky130_fd_sc_hd__a32oi_1                1       1
sky130_fd_sc_hd__mux2_4                 5       5
sky130_fd_sc_hd__or4_4                  1       1
sky130_fd_sc_hd__conb_1                 2       3
sky130_fd_sc_hd__o32a_1                 2       2
sky130_fd_sc_hd__nor3_2                 1       1
sky130_fd_sc_hd__buf_4                  3       4
sky130_fd_sc_hd__clkdlybuf4s50_1        0      16
sky130_fd_sc_hd__o32ai_1                2       2
sky130_fd_sc_hd__nor3_1                 1       1
sky130_fd_sc_hd__nand4bb_4              1       1
sky130_fd_sc_hd__dfrtn_1                1       1
sky130_fd_sc_hd__mux2i_1                1       1
sky130_fd_sc_hd__nand4_1                1       1
sky130_fd_sc_hd__or2_2                  7       7
sky130_fd_sc_hd__nand4b_1               1       1
sky130_fd_sc_hd__mux2_2                10      10
sky130_fd_sc_hd__nor2_1                 1       1
sky130_fd_sc_hd__edfxtp_1              41      41
sky130_fd_sc_hd__clkinv_2               0       1
-- where the power goes --
| group | internal (mW) | total, mW | switching, mW |
|---|---|---|---|
| Combinational | 0.139 | 0.220 | 0.0810 |
| Clock | 0.169 | 0.395 | 0.226 |
| Sequential | 0.671 | 0.746 | 0.0749 |
-- worst reg2reg max path, stage by stage, from the launching register on --
cell	delay [ps]
sky130_fd_sc_hd__dfrtn_1	530
sky130_fd_sc_hd__inv_1	60
sky130_fd_sc_hd__or4_4	650
sky130_fd_sc_hd__mux2_1	360
-- kinds of logic (layout without fill, tap and decap cells) --
| family | count (synthesis) | count (layout) | synth area share |
|---|---|---|---|
| muxes | 19 | 19 | 0.1267 |
| AOI/OAI and AO/OA | 8 | 8 | 0.03699 |
| DFF | 42 | 42 | 0.6877 |
| buffers and inverters | 10 | 54 | 0.03150 |
| and+or+nand+nor | 28 | 28 | 0.1130 |
| other | 2 | 3 | 0.004111 |
Power and IR drop assume default switching activity.
