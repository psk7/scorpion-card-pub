<file path="design/flow/config.mk">
export PLATFORM = sky130hd
export DESIGN_NAME = kbd
export DESIGN_NICKNAME = kbd
export VERILOG_FILES = /design/flow/design.v
export SDC_FILE = /design/flow/constraint.sdc
export NUM_CORES = 4
export LEC_CHECK = 1
export CORE_AREA = 10 10 94 94
export DIE_AREA = 0 0 104 104
</file>
<file path="design/flow/constraint.sdc">
current_design kbd

set clk_period 1.4
set clk_io_pct 0.2

create_clock -name clk0 -period $clk_period [get_ports {clk}]
create_clock -name clk1 -period $clk_period [get_ports {cs}]

set non_clock_inputs [all_inputs -no_clocks]
set_input_delay [expr $clk_period * $clk_io_pct] -clock clk0 $non_clock_inputs
set_output_delay [expr $clk_period * $clk_io_pct] -clock clk0 [all_outputs]
</file>
<file path="design/flow/design.v">
module kbd(clk, data, cs, ka, kd, kj);
	input wire clk;
	input wire data;
	input wire cs;
	input wire [7:0] ka;
	output wire [4:0] kd;
	output reg [4:0] kj;
	reg [39:0] kbd;
	reg [12:0] tr;
	wire [2:0] id;
	wire [9:0] dd;
	assign id = ~tr[12:10];
	assign dd = tr[9:0];
	always @(negedge clk)
		if (~cs)
			tr <= { tr[11:0], ~data };
	always @(posedge cs)
		case (id)
			3'h0 : kbd[9:0] <= dd;
			3'h1 : kbd[19:10] <= dd;
			3'h2 : kbd[29:20] <= dd;
			3'h3 : kbd[39:30] <= dd;
			3'h4 : kj <= ~dd[4:0];
			3'h5 : begin kbd[0] = dd[0]; kbd[36] = dd[1]; end
	    endcase
	wire kd0, kd1, kd2, kd3, kd4;
	assign kd0 = (kbd[0] | ka[0]) & (kbd[5] | ka[1]) & (kbd[10] | ka[2]) & (kbd[15] | ka[3]) & (kbd[20] | ka[4]) & (kbd[25] | ka[5]) & (kbd[30] | ka[6]) & (kbd[35] | ka[7]);
	assign kd1 = (kbd[1] | ka[0]) & (kbd[6] | ka[1]) & (kbd[11] | ka[2]) & (kbd[16] | ka[3]) & (kbd[21] | ka[4]) & (kbd[26] | ka[5]) & (kbd[31] | ka[6]) & (kbd[36] | ka[7]);
	assign kd2 = (kbd[2] | ka[0]) & (kbd[7] | ka[1]) & (kbd[12] | ka[2]) & (kbd[17] | ka[3]) & (kbd[22] | ka[4]) & (kbd[27] | ka[5]) & (kbd[32] | ka[6]) & (kbd[37] | ka[7]);
	assign kd3 = (kbd[3] | ka[0]) & (kbd[8] | ka[1]) & (kbd[13] | ka[2]) & (kbd[18] | ka[3]) & (kbd[23] | ka[4]) & (kbd[28] | ka[5]) & (kbd[33] | ka[6]) & (kbd[38] | ka[7]);
	assign kd4 = (kbd[4] | ka[0]) & (kbd[9] | ka[1]) & (kbd[14] | ka[2]) & (kbd[19] | ka[3]) & (kbd[24] | ka[4]) & (kbd[29] | ka[5]) & (kbd[34] | ka[6]) & (kbd[39] | ka[7]);
	assign kd[0] = kd0 ? 1'bZ : 1'b0;
	assign kd[1] = kd1 ? 1'bZ : 1'b0;
	assign kd[2] = kd2 ? 1'bZ : 1'b0;
	assign kd[3] = kd3 ? 1'bZ : 1'b0;
	assign kd[4] = kd4 ? 1'bZ : 1'b0;
endmodule
</file>
<file path="design/flow/run.sh">
#!/bin/bash
# OpenROAD 26Q1-2900-gdf79404cd8, Yosys 0.63+post, stock flow scripts
make -C /OpenROAD-flow-scripts/flow DESIGN_CONFIG=/design/flow/config.mk WORK_HOME=/design/flow/orfs finish
</file>
==> reports/metrics.cfg <==
[critical_path]
r2r-end = kj[4]
worst_r2r_path_depth = 1
crit_path_cell_trace = and3b_2
crit_path_top_delay_cell = edfxtp_1
path_max_fanout = 5
crit_required_ps = 1360
criticalPathCategory = reg2reg
critical_path_buf_inv_count = 0
cp_data_arrival_time_ps = 1650
max_stage_delay_ps = 330
end_kind = register
worst_path_dominant_cell_family = flip-flops
startpoint_type = register
regToRegStartpoint = tr[12]
rrSetupSlack_ps = -290

[floorplan]
dieWidth_um = 104
die_h_um = 104
fp_util_pct = 9.08
num_rows = 30
die-area_um2 = 10800
core_area_um2 = 6830
boundaryPins = 21

[grt]
grt_util_met2_pct = 1.53
busiest_layer = met3
grt_usage_pct = 1.96
grt_start_max_net_pins = 11
grt_util_met1_pct = 1.52
use_met3_pct = 3.38
grt_pass1_vias = 482
grt_overflow = 0
antenna_found_initial = 0
grt_pass1_wl_mm = 1.67

[yosys]
ys_cells = 33
synth.area.top_cells = edfxtp_1 87%, buf_4 6.0%, inv_1 4.8%
synthCells = 33
flop_cell = edfxtp_1
synth-edff-count = 18
top_area_cell = edfxtp_1
ys_top_cells_by_count = 18 x edfxtp_1, 8 x inv_1, 5 x buf_4, 1 x and3b_1, 1 x conb_1
netlist_area_um2 = 621
netlist.area_leader.share_pct = 87.1
avgSynthCellArea_um2 = 18.8
ys_warn_count = 6
synth_seq_share_pct = 87.1
yosys_area_um2 = 621
async_flop_share_pct = 0
ys_types = 5
synth.most_common_cell = edfxtp_1
ys.flops = 18

[route]
drc = 0
dr.pass1.iters = 4
drt_wl_total_mm = 1.02
vias = 356
antennaDiodeCount = 0
vias_per_cell = 2.09
ant_nets = 0
first_iter_violations = 10
wl_per_cell_um = 5.98

[sta]
report.final.slew_viol_count = 0
timing.setup.tns_ps = -1440
hold_viol = 0
rsz0062_at_grt = yes
fin_skew_ps = 11.4
setup_slack_ps = -289
finalSetupViolations = 5
hold_ws_ps = 138

[finish]
combGateArea_um2 = 28.8
areaGrowthSynthToFinish_pct = 59.3
fillers = 772
register_area_um2 = 541
drive_gt1_share_pct = 14.9
fin_util_pct = 14.5

[clock_network]
ctsHoldBuffers = 0
clkSlewWorstSetupHoldPaths_ps = 70
cts_tree = done

[power]
powerDensity_nw_per_um2 = 2360
ir_worst_vdd_mv = 0.627
leakage_nw = 0.460

[min_path]
hold_path_depth = 3
hold_class = clk2reg
holdPathEnd = tr[1]
hold_start = cs

[status]
status = finished, violations left
violations = negative setup slack

[job]
max-cap-violations = 0
warnings = 63

[place]
port_buffers = 6
dp_hpwl_um = 656
place.gp.congestion = 0.729

-- cell usage in the layout (no fill, tap or decap) --
cell type        netlist  final
inv_1                  8     33
edfxtp_1              18     18
clkbuf_8               0      6
conb_1                 1      5
clkdlybuf4s50_1        0      5
buf_4                  5      4
and3b_2                0      1
clkbuf_1               0      1
dlygate4sd2_1          0      1
-- cells by family (layout without fill, tap and decap cells) --
logic type    count (synthesis)  after routing  synth area share (%)
buf+inv                      13             50                  10.9
flops                        18             18                  87.1
simple gates                  1              1                  1.41
other cells                   1              5                 0.604
-- worst max-delay path by stage --
stage | startpoint | to | slack, ps | cells after the start
CTS | tr[12] | kj[4] | -290 | 1
finish | tr[12] | kj[4] | -290 | 1
global route | tr[12] | kj[4] | -290 | 1
-- metal layers --
| layer | vias up | wire (µm) |
|---|---|---|
| met2 | 21 | 331 |
| li1 | 184 | - |
| met4 | 0 | 41 |
| met3 | 2 | 167 |
| met1 | 149 | 476 |
| met5 | - | 0 |
-- state kept, by name (all words and copies together) (netlist names) --
name,cells
kj,5
tr,13
-- metrics by stage --
| step | worst slack, ps | area, µm² | power, W | cells |
|---|---|---|---|---|
| after CTS | -286 | 981 | 0.00237 | 169 |
| after global placement | -316 | 795 | 0.00145 | 136 |
| after global routing | -289 | 988 | 0.00255 | 170 |
| final | -289 | 988 | 0.00233 | 170 |
| after floorplan | -207 | 637 | 0.00131 | 37 |
| after detailed placement | -327 | 795 | 0.00147 | 136 |
-- final cells by class --
class	instances	share of cell area [%]
flip-flops and latches	18	54.7
well taps	96	12.2
clock inverters	27	10.3
repair buffers	10	8.99
clock buffers	7	8.73
multi-input cells	6	2.91
inverters	6	2.28
-- where the power goes --
group / internal [W] / switching [W]
Sequential: 0.00103 / 0.0000827
Clock: 0.000496 / 0.000506
Combinational: 0.000148 / 0.0000702
Total: 0.00167 / 0.000658
-- timing repair --
item | CTS | global route
buffers inserted | 1 | 1
hold endpoints to repair | 0 | 0
setup endpoints to repair | 7 | 7
resized | 1 | 0
Power is estimated from default activity; no workload was simulated.
